--- design/flow/design.v ---
module n64_bus(
    input clk,
    inout [15:0] AD,
    input READ,
    input WRITE,
    input ALE_L,
    input ALE_H,
    input [15:0] data,
    output [31:0] addr,
    output addr_ready
);
logic [2:0] READr; always @(posedge clk) READr <= {READr[1:0], READ};
logic READ_risingedge; 
assign READ_risingedge = (READr[2:1] == 2'b01);
logic READ_fallingedge;
assign READ_fallingedge = (READr[2:1] == 2'b10);
logic [2:0] ALE_Lr; always @(posedge clk) ALE_Lr <= {ALE_Lr[1:0], ALE_L};
logic ALE_L_risingedge; 
assign ALE_L_risingedge = (ALE_Lr[2:1] == 2'b01);
logic ALE_L_fallingedge;
assign ALE_L_fallingedge = (ALE_Lr[2:1] == 2'b10);
logic [2:0] ALE_Hr; always @(posedge clk) ALE_Hr <= {ALE_Hr[1:0], ALE_H};
logic ALE_H_risingedge; 
assign ALE_H_risingedge = (ALE_Hr[2:1] == 2'b01);
logic ALE_H_fallingedge;
assign ALE_H_fallingedge = (ALE_Hr[2:1] == 2'b10);
logic addr_ready_out;
assign addr_ready = addr_ready_out;
logic [31:0] addr_out;
assign addr = addr_out;
assign AD = (READ == 0) ? data : 16'bZ;
enum {
    state_wait,
    state_read_high,
    state_read_low
} state;
initial begin
    state = state_wait;
    addr_ready_out = 0;
end
always @(posedge clk) begin
    case(state)
    state_wait: begin
        if(ALE_H_risingedge) begin
            addr_ready_out <= 0;
            state <= state_read_high;
        end
        if(READ_risingedge) begin
            addr_ready_out <= 1;
            addr_out <= addr + 2;
        end else if(READ_fallingedge) begin
            addr_ready_out <= 0;
        end
    end
    state_read_high: begin
        if(ALE_H_fallingedge) begin
            addr_out[31:16] <= AD;
            state <= state_read_low;
        end
    end
    state_read_low: begin
        if(ALE_L_fallingedge) begin
            addr_ready_out <= 1;
            addr_out[15:0] <= AD;
            state <= state_wait;
        end
    end
    endcase
end
endmodule
module spi(
    input clk,
    input SCK,
    input MOSI,
    output MISO,
    input SSEL,
    output data_ready,
	output [7:0] data_recv,
	input [7:0] data_send,
    output [2:0] bit_count_out,
    input do_send,
    output busy
);
logic [2:0] SCKr; always @(posedge clk) SCKr <= {SCKr[1:0], SCK};
logic SCK_risingedge; 
assign SCK_risingedge = (SCKr[2:1] == 2'b01);
logic SCK_fallingedge;
assign SCK_fallingedge = (SCKr[2:1] == 2'b10);
logic [2:0] SSELr; always @(posedge clk) SSELr <= {SSELr[1:0], SSEL};
logic SSEL_active;
assign SSEL_active = ~SSELr[1];
logic SSEL_startmessage;
assign SSEL_startmessage = (SSELr[2:1] == 2'b10);
logic [1:0] MOSIr; always @(posedge clk) MOSIr <= {MOSIr[0], MOSI};
logic MOSI_data;
assign MOSI_data = MOSIr[1];
logic [2:0] bit_count;
assign bit_count_out = bit_count;
logic byte_recv;
logic [7:0] byte_data_recv;
assign data_recv = byte_data_recv;
logic [7:0] byte_data_sent;
assign MISO = byte_data_sent[7];
assign data_ready = byte_recv;
logic data_change;
logic busy_out;
assign busy = busy_out;
initial begin
    byte_recv <= 0;
    bit_count <= 0;
    busy_out <= 0;
    data_change <= 0;
end
always @(posedge clk) begin
    if(~SSEL_active) begin
        bit_count <= 3'b000;
    end else if(SCK_risingedge) begin
        bit_count <= bit_count + 3'b001;
        byte_data_recv <= {byte_data_recv[6:0], MOSI_data};
    end
end
always @(posedge clk) byte_recv <= SSEL_active && SCK_risingedge && (bit_count == 3'b111);
always @(posedge clk) begin
    if(SSEL_active) begin
        if(SSEL_startmessage && data_change) begin
            data_change <= 0;
            byte_data_sent <= data_send;
        end
        if(SCK_fallingedge) begin
            if(data_change == 0) begin
                busy_out <= 0;
            end
            byte_data_sent <= {byte_data_sent[6:0], 1'b0}; 
        end else begin
            if(do_send && busy_out == 0) begin
                data_change <= 1;
                busy_out <= 1;
            end 
        end
    end else if(do_send && busy_out == 0) begin
        data_change <= 1;
        busy_out <= 1;     
    end
end
endmodule
module state_controller(
    input clk,
    input SCK,
    input MOSI,
    output MISO,
    input SSEL,
    output [23:0] wr_addr,
    output [15:0] wr_data,
    output wr_enable,
    output [23:0] rd_addr,
    input [15:0] rd_data,
    input rd_ready,
    output rd_enable,
    input busy,
    output rst_n,
    output led,
    inout [15:0] N64_AD,
    input N64_READ,
    input N64_WRITE,
    input N64_ALE_L,
    input N64_ALE_H
);
enum {
    state_begin_1=0,
    state_begin_2,
    state_begin_3,
    state_begin_4,
    state_begin_5,
    state_begin_6,
    state_begin_7,
    state_wait,
    state_bus_read_1,
    state_bus_read_2,
    state_data_write_addr_1,
    state_data_write_addr_2,
    state_data_write_addr_3,
    state_data_write_data_1,
    state_data_write_data_2,
    state_data_write_commit,
    state_data_write_done,
    state_data_read_addr_1_pre,
    state_data_read_addr_1,
    state_data_read_addr_2,
    state_data_read_addr_3,
    state_data_read_data_1,
    state_data_read_data_2,
    state_data_read_done,
    state_data_read_done_commit,
    state_data_read_done_commit_1,
    state_data_read_done_commit_2,
    state_data_read_set_1,
    state_data_read_set_2,
    state_data_read_set_3,
    state_data_read_set_4,
    state_data_read_ready_1,
    state_data_read_ready_2
} state;
logic spi_data_ready;
logic [7:0] spi_data_recv;
logic [7:0] spi_data_send;
logic [2:0] spi_bit_count;
logic [23:0] data_addr;
logic [15:0] data;
logic [23:0] ram_wr_addr;
logic [15:0] ram_wr_data;
logic ram_wr_enable;
assign wr_addr = ram_wr_addr;
assign wr_data = ram_wr_data;
assign wr_enable = ram_wr_enable;
logic [23:0] ram_rd_addr;
logic ram_rd_enable;
assign rd_addr = ram_rd_addr;
assign rd_enable = ram_rd_enable;
logic ram_rst;
assign rst_n = ram_rst;
logic led_out;
assign led = led_out;
logic spi_busy;
logic spi_do_send;
logic read_good;
logic [15:0] N64_data;
logic [31:0] N64_addr;
logic N64_addr_ready;
spi slave_spi(
    .clk(clk),
    .SCK(SCK),
    .MOSI(MOSI),
    .MISO(MISO),
    .SSEL(SSEL),
    .data_ready(spi_data_ready),
    .data_recv(spi_data_recv),
    .data_send(spi_data_send),
    .bit_count_out(spi_bit_count),
    .do_send(spi_do_send),
    .busy(spi_busy));
n64_bus nbus(
    .clk(clk),
    .AD(N64_AD),
    .READ(N64_READ),
    .WRITE(N64_WRITE),
    .ALE_L(N64_ALE_L),
    .ALE_H(N64_ALE_H),
    .data(N64_data),
    .addr(N64_addr),
    .addr_ready(N64_addr_ready));
initial begin
    state = state_begin_1;
    spi_do_send = 0;
    led_out = 0;
    ram_rst = 0;
    ram_wr_enable = 0;
    ram_rd_enable = 0;
    read_good = 0;
end
always @(posedge clk) begin
    if(rd_ready == 1 && read_good == 0) begin
        data <= rd_data;
        read_good <= 1;
    end
    case(state)
    state_begin_1: begin
        ram_rst <= 0;
        led_out <= 0;
        state <= state_begin_2;
    end
    state_begin_2: begin
        ram_rst <= 1;
        state <= state_begin_3;
    end
    state_begin_3: begin
        if(!busy) begin
            ram_wr_addr <= 24'h000001;
            ram_wr_data <= 16'hDEAD;
            ram_wr_enable <= 1;
            state <= state_begin_4;
        end
    end
    state_begin_4: begin
        if(busy) begin
            ram_wr_enable <= 0;
            state <= state_begin_5;
        end
    end
    state_begin_5: begin
        if(!busy) begin
            ram_rd_addr <= 24'h000001;
            ram_rd_enable <= 1;
            state <= state_begin_6;
        end
    end
    state_begin_6: begin
        if(busy) begin
            ram_rd_enable <= 0;
            state <= state_begin_7;
        end
    end
    state_begin_7: begin
        if(rd_ready) begin
            if(rd_data == 16'hDEAD) begin 
				led_out <= 1;
            end else begin
                led_out <= 0;
            end
            state <= state_wait;
        end
    end
    state_wait: begin
        if(spi_data_ready) begin
            if(spi_data_recv == 8'h1) begin
                state <= state_data_write_addr_1;
            end else if(spi_data_recv == 8'h2) begin
                data <= 0;
                state <= state_data_read_addr_1;
            end else if(spi_data_recv == 8'h3) begin
                state <= state_data_read_set_1;
            end else if(spi_data_recv == 8'h4) begin
                state <= state_data_read_ready_1;
            end
        end else if(N64_addr_ready) begin
            ram_rd_addr <= N64_addr[23:0];
            ram_rd_enable <= 1;
            state <= state_bus_read_1;
        end
    end
    state_bus_read_1: begin
        if(busy) begin
            ram_rd_enable <= 0;
            state <= state_bus_read_2;
        end
    end
    state_bus_read_2: begin
        if(rd_ready) begin
            N64_data <= rd_data;
            state <= state_wait;
        end
    end
    state_data_write_addr_1: begin
        if(spi_data_ready) begin
            data_addr[23:16] <= spi_data_recv;
            state <= state_data_write_addr_2;
        end
    end
    state_data_write_addr_2: begin
        if(spi_data_ready) begin
            data_addr[15:8] <= spi_data_recv;
            state <= state_data_write_addr_3;
        end
    end
    state_data_write_addr_3: begin
        if(spi_data_ready) begin
            data_addr[7:0] <= spi_data_recv;
            state <= state_data_write_data_1;
        end
    end
    state_data_write_data_1: begin
        if(spi_data_ready) begin
            data[15:8] <= spi_data_recv;
            state <= state_data_write_data_2;
        end
    end
    state_data_write_data_2: begin
        if(spi_data_ready) begin
            data[7:0] <= spi_data_recv;
            state <= state_data_write_commit;
        end
    end
    state_data_write_commit: begin
        if(!busy) begin
            ram_wr_addr <= data_addr;
            ram_wr_data <= data;
            ram_wr_enable <= 1;
            state <= state_data_write_done;
        end
    end
    state_data_write_done: begin
        if(busy) begin
            ram_wr_enable <= 0;
            state <= state_wait;
        end
    end
    state_data_read_addr_1: begin
        if(spi_data_ready) begin
            data_addr[23:16] <= spi_data_recv;
            state <= state_data_read_addr_2;
        end    
    end
    state_data_read_addr_2: begin
        if(spi_data_ready) begin
            data_addr[15:8] <= spi_data_recv;
            state <= state_data_read_addr_3;
        end    
    end
    state_data_read_addr_3: begin
        if(spi_data_ready) begin
            data_addr[7:0] <= spi_data_recv;
            state <= state_data_read_data_1;
        end    
    end
    state_data_read_data_1: begin
        if(!busy) begin
            ram_rd_addr <= data_addr;
            ram_rd_enable <= 1;
            state <= state_data_read_data_2;
        end    
    end
    state_data_read_data_2: begin
        if(busy) begin
            ram_rd_enable <= 0;
            read_good <= 0;
            state <= state_wait;
        end    
    end
    state_data_read_set_1: begin
        spi_data_send <= data[15:8];
        spi_do_send <= 1;
        state <= state_data_read_set_2;
    end
    state_data_read_set_2: begin
        if(spi_busy == 1) begin
            spi_do_send <= 0;
            state <= state_data_read_set_3;
        end
    end
    state_data_read_set_3: begin
        if(spi_busy == 0) begin
            spi_data_send <= data[7:0];
            spi_do_send <= 1;
            state <= state_data_read_set_4;
        end
    end
    state_data_read_set_4: begin
        if(spi_busy == 1) begin
            spi_do_send <= 0;
            state <= state_wait;
        end
    end
    state_data_read_ready_1: begin
        if(read_good) begin
            spi_data_send <= 8'h01;
            spi_do_send <= 1;
            state <= state_data_read_ready_2;
        end else begin
            spi_data_send <= 8'hFF;
            spi_do_send <= 1;
            state <= state_data_read_ready_2;
        end
    end
    state_data_read_ready_2: begin
        if(spi_busy == 1) begin
            spi_do_send <= 0;
            state <= state_wait;
        end
    end
    endcase
end
endmodule
--- design/flow/constraint.sdc ---
current_design state_controller

set clk_period 8.2
set clk_io_pct 0.2

create_clock -name clk0 -period $clk_period [get_ports {clk}]

set non_clock_inputs [all_inputs -no_clocks]
set_input_delay [expr $clk_period * $clk_io_pct] -clock clk0 $non_clock_inputs
set_output_delay [expr $clk_period * $clk_io_pct] -clock clk0 [all_outputs]
--- design/flow/config.mk ---
export PLATFORM = sky130hd
export DESIGN_NAME = state_controller
export DESIGN_NICKNAME = state_controller
export VERILOG_FILES = /design/flow/design.v
export SDC_FILE = /design/flow/constraint.sdc
export NUM_CORES = 4
export LEC_CHECK = 1
export CORE_UTILIZATION = 40
--- design/flow/run.sh ---
#!/bin/bash
# OpenROAD 26Q1-2900-gdf79404cd8, Yosys 0.63+post, stock flow scripts
make -C /OpenROAD-flow-scripts/flow DESIGN_CONFIG=/design/flow/config.mk WORK_HOME=/design/flow/orfs finish
==> out/qor.csv <==
stage;metric;value;unit
synthesis;tally of yosys warning messages;4;
synthesis;cell count after synthesis;701;
place;placer congestion estimate;0.8806;
place;count of buffers from port buffering;93;
floorplan;fp_density;0.4125;
synthesis;main area contributors after synthesis;edfxtp_1 57%, dfxtp_1 8.7%, o21ai_0 3.0%, nand2_1 2.8%, mux2i_1 2.3%;
synthesis;number of enable-type register cells in the synthesized netlist;168;
clock_tree;number of gates resized after CTS;0;
floorplan;IO Pins;111;
outcome;outcome;did not finish;
synthesis;mean cell area of the mapped netlist;12.53;um2
clock_tree;Hold-fix buffers, CTS;0;
floorplan;die extent in y;150.2;um
synthesis;FFs w/ async S/R, synth;0;
synthesis;register share after synthesis;0.6612;
clock_tree;clock tree sinks;206;
synthesis;Main synth FF type;edfxtp_1;
outcome;Tool Error;[error] [KeplerFormal.cpp:679] Workflow failed: Iso has multiple drivers: .N64_AD0, N64_AD[0]$_DFFE_PP_.Q0;
floorplan;x dimension of the die;150.2;um
clock_tree;H-tree levels;1;
synthesis;total standard cell area after synthesis;0.008781;mm2
synthesis;distinct cell type count of the synthesized netlist;56;
clock_tree;maximum clock path buffer count;3;
place;dpl hpwl;14.91;mm
synthesis;cells in synth_stat.txt;701;
synthesis;post-synth top area share;0.5745;
clock_tree;# Post-CTS Setup Buffers;0;
synthesis;cell type with the highest aggregate area in the netlist;edfxtp_1;
synthesis;register bit total from synthesis;206;
clock_tree;Clock Root Buffer;clkbuf_16;
synthesis;post-synthesis chip area from yosys;0.008781;mm2
outcome;stage reached;clock tree synthesis (4_1_cts);
clock_tree;number of buffers inserted during clock tree synthesis;22;
place;DP Worst Slack;4.339;ns
floorplan;number of core rows;53;
-- metrics by stage --
stage	instance area, um2	cells
after global placement	10070	1047
after floorplan	8782	701
after detailed placement	10070	1047
-- synthesized netlist by cell type, drive strengths merged (3+ instances only) --
cell type,n
edfxtp,168
nand2,66
o21ai,53
dfxtp,38
clkbuf,32
and2,31
nand3,27
nor2,27
nand2b,24
a21oi,23
a22o,22
mux2i,20
xor2,20
nor3,18
inv,16
and3,9
buf,9
ha,9
mux2,9
nor2b,9
o22ai,6
or3,6
nand4,5
xnor2,5
a2111oi,4
a21o,4
a211oi,3
a31oi,3
and4,3
or2,3
-- cells by family after synthesis --
family,Yosys count,synth area share
AND/OR/NAND/NOR,243,0.1461
flip-flops,206,0.6612
AND-OR/OR-AND,132,0.09575
buffers and inverters,57,0.02494
multiplexers,29,0.03434
XOR/XNOR,25,0.02494
adder cells (fa/ha/maj),9,0.01282
